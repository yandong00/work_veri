**flow/design.v**
```verilog
module serial_crc_new (
    input wire clk,
    input wire rst_n,
    input wire data_in,     
    input wire data_valid,  
    input wire init,        
    input wire [1:0] crc_mode,  
    input wire [31:0] polynomial,  
    output reg [31:0] crc_out     
);
wire    crc_max;
assign crc_max = (crc_mode == 2'b00) ?  crc_out[7]  :
                 (crc_mode == 2'b01) ?  crc_out[15] :
                                        crc_out[31] ;
wire    [31:0] crc_mask;
assign  crc_mask = (crc_mode == 2'b00) ? 32'h0000_00ff :
                   (crc_mode == 2'b01) ? 32'h0000_ffff :
                                         32'hffff_ffff ;
wire    roll_back ;
assign  roll_back = crc_max ^ data_in;
wire    [31:0] crc_out_next;
assign crc_out_next[0] = polynomial[0] ? roll_back : data_in;
genvar i;
generate
    for (i = 1; i < 32; i = i + 1) begin : crc_out_next_gen
        assign crc_out_next[i] = polynomial[i] ? crc_out[i-1] ^ roll_back : crc_out[i-1];
    end
endgenerate
always @(posedge clk or negedge rst_n) begin
    if (!rst_n) begin
        crc_out <= 32'hffff_ffff;
    end
    else if (init) begin
        crc_out <= 32'hffff_ffff;
    end
    else if (data_valid) begin
        crc_out <= crc_out_next & crc_mask;
    end
end
endmodule
module spi_rxc(
    input wire clk_rx,
    input wire spi_rx_rstn,
    input wire [1:0] df,
    input wire [12:0] spi_tnum_max,
    input wire lsbf,
    input wire crc_en,
    input wire rxonly,
    input wire shift_in,
    input wire [31:0] crc_poly,
    output wire [31:0] rx_crc_data_out,
    output reg [31:0] spi_rx_data,
    output reg rx_num_max_en,
    output reg rx_crc_en,
    output reg rx_busy
);
wire    [31:0]  shift_reg_pre;
reg     [31:0]  shift_reg;
wire    [4:0]   shift_num_cnt_pre;
reg     [4:0]   shift_num_cnt;
wire    [4:0]   shift_num_max;
wire    [12:0]  rx_num_cnt_pre;
reg     [12:0]  rx_num_cnt;
assign shift_num_max = (df == 2'b00) ? 5'd7 :
                        (df == 2'b01) ? 5'd15 : 5'd31 ;
assign shift_reg_pre =  {shift_in, shift_reg[31:1]};
always @(posedge clk_rx or negedge spi_rx_rstn) begin
    if (!spi_rx_rstn) begin
        shift_reg <= 32'h0;
    end
    else begin
        shift_reg <= shift_reg_pre;
    end
end
assign shift_num_cnt_pre = (shift_num_cnt >= shift_num_max) ? 5'd0 : (shift_num_cnt + 1'b1);
always @(posedge clk_rx or negedge spi_rx_rstn) begin
    if (!spi_rx_rstn) begin
        shift_num_cnt <= 5'd0;
    end
    else begin
        shift_num_cnt <= shift_num_cnt_pre;
    end
end
assign rx_num_cnt_pre = (~rxonly & ~crc_en) ? 13'h0 : 
                        ((shift_num_cnt == 5'd0) & ~rx_num_max_en) ? (rx_num_cnt + 1'b1) : rx_num_cnt;
always @(posedge clk_rx or negedge spi_rx_rstn) begin
    if (!spi_rx_rstn) begin
        rx_num_cnt <= 13'h0;
    end
    else begin
        rx_num_cnt <= rx_num_cnt_pre;
    end
end
wire rx_num_max_en_pre;
assign rx_num_max_en_pre = (rx_num_cnt_pre >= spi_tnum_max);
always @(posedge clk_rx or negedge spi_rx_rstn) begin
    if (!spi_rx_rstn) begin
        rx_num_max_en <= 1'b0;
    end
    else begin
        rx_num_max_en <= rx_num_max_en_pre;
    end
end
wire rx_crc_en_pre;
assign rx_crc_en_pre =  ~crc_en ? 1'b0 : 
                        (rx_num_max_en & (shift_num_cnt == 5'd0) ? 1'b1 : rx_crc_en);
always @(posedge clk_rx or negedge spi_rx_rstn) begin
    if (!spi_rx_rstn) begin
        rx_crc_en <= 1'b0;
    end
    else begin
        rx_crc_en <= rx_crc_en_pre;
    end
end
wire rx_busy_pre;
assign rx_busy_pre = (shift_num_cnt_pre != 5'd0);
always @(posedge clk_rx or negedge spi_rx_rstn) begin
    if (!spi_rx_rstn) begin
        rx_busy <= 1'b0;
    end
    else begin
        rx_busy <= rx_busy_pre;
    end
end
wire [31:0] rx_data;
assign rx_data = rx_msb_sort(shift_reg_pre, df, lsbf);
always @(posedge clk_rx or negedge spi_rx_rstn) begin
    if (!spi_rx_rstn) begin
        spi_rx_data <= 32'h0;
    end
    else if (shift_num_cnt_pre == 5'd0) begin
        spi_rx_data <= rx_data;
    end
end
wire crc_calc_en;
assign crc_calc_en = crc_en & ~rx_crc_en_pre;
serial_crc_new u_rx_crc (
    .clk(clk_rx),
    .rst_n(spi_rx_rstn),
    .data_in(shift_reg_pre[31]),
    .data_valid(crc_calc_en),
    .init(~crc_en),
    .crc_mode(df),
    .polynomial(crc_poly),
    .crc_out(rx_crc_data_out)
);
function [31:0] rx_msb_sort;
input [31:0] din;
input [1:0] df;
input lsbf;
begin   
    if (lsbf) begin
        if (df == 2'b00) begin
            rx_msb_sort = { 24'h0,
                            din[31], din[30], din[29], din[28], din[27], din[26], din[25], din[24]}; 
        end
        else if (df == 2'b01) begin
            rx_msb_sort = { 16'h0,
                            din[31], din[30], din[29], din[28], din[27], din[26], din[25], din[24], 
                            din[23], din[22], din[21], din[20], din[19], din[18], din[17], din[16]}; 
        end
        else begin
            rx_msb_sort = { din[31], din[30], din[29], din[28], din[27], din[26], din[25], din[24], 
                            din[23], din[22], din[21], din[20], din[19], din[18], din[17], din[16], 
                            din[15], din[14], din[13], din[12], din[11], din[10], din[9] , din[8] ,
                            din[7] , din[6] , din[5] , din[4] , din[3] , din[2] , din[1] , din[0] };
        end
    end 
    else begin
        if (df == 2'b00) begin
            rx_msb_sort = { 24'h0,
                            din[24], din[25], din[26], din[27], din[28], din[29], din[30], din[31]}; 
        end
        else if (df == 2'b01) begin
            rx_msb_sort = { 16'h0,
                            din[16], din[17], din[18], din[19], din[20], din[21], din[22], din[23], 
                            din[24], din[25], din[26], din[27], din[28], din[29], din[30], din[31]}; 
        end
        else begin
            rx_msb_sort = { din[0] , din[1] , din[2] , din[3] , din[4] , din[5] , din[6] , din[7] , 
                            din[8] , din[9] , din[10], din[11], din[12], din[13], din[14], din[15] ,
                            din[16], din[17], din[18], din[19], din[20], din[21], din[22], din[23] ,
                            din[24], din[25], din[26], din[27], din[28], din[29], din[30], din[31] };
        end
    end
end
endfunction
endmodule
```
**flow/run.sh**
```bash
#!/bin/bash
# OpenROAD 26Q1-2900-gdf79404cd8, Yosys 0.63+post, stock flow scripts
make -C /OpenROAD-flow-scripts/flow DESIGN_CONFIG=/design/flow/config.mk WORK_HOME=/design/flow/orfs finish
```
**flow/config.mk**
```make
export PLATFORM = sky130hd
export DESIGN_NAME = spi_rxc
export DESIGN_NICKNAME = spi_rxc
export VERILOG_FILES = /design/flow/design.v
export SDC_FILE = /design/flow/constraint.sdc
export NUM_CORES = 4
export LEC_CHECK = 1
export CORE_UTILIZATION = 40
```
**flow/constraint.sdc**
```tcl
current_design spi_rxc

set clk_period 3.5
set clk_io_pct 0.2

create_clock -name clk0 -period $clk_period [get_ports {clk_rx}]

set non_clock_inputs [all_inputs -no_clocks]
set_input_delay [expr $clk_period * $clk_io_pct] -clock clk0 $non_clock_inputs
set_output_delay [expr $clk_period * $clk_io_pct] -clock clk0 [all_outputs]
```
==> reports/results.md <==
| Item | This run |
| --- | --- |
| Tot GR Track Use | 0.201 |
| Number of antenna cells inserted | 0 |
| Initial antenna violation count | 0 |
| Cell type of the slowest stage on the worst timing path | or3b_1 |
| Commonest Layout Cell | clkdlybuf4s50_1 |
| Outcome | complete, no violations |
| Sum Neg Setup Slack | 0 ps |
| PnR worst setup slack | 397 ps |
| Share of the core filled by cells before placement | 0.413 |
| Portion of synthesized cell area occupied by the leading cell type | 0.365 |
| Count of warning messages emitted by the tools | 26 |
| Placeable core area | 0.0139 mm2 |
| Detailed-router iteration count before antenna repair | 4 |
| DR vias/cell | 5.28 |
| Path length in cells of the critical path | 11 |
| Number of global-route vias before repair | 4344 |
| Proportion of layout cells with a drive suffix above 1 | 0.139 |
| R2r setup slk | 400 ps |
| Die height | 122 um |
| Clock power frac | 0.359 |
| Tightest Hold Check Type | input port to asynchronous set/reset pin |
| Number of placed I/O pins | 120 |
| Post-placement setup slack | 202 ps |
| Count of buffering cells on the critical path with inverters included | 1 |
| Postcts setup bufs | 0 |
| Max stage delay on crit path | 500 ps |
| Number of H-tree levels | 4 |
| Kind of cell adding the most delay to the critical path | simple AND/OR/NAND/NOR gates |
| RR Startpoint | shift_num_cnt[0]$_DFF_PN0_ |
| Mapped Avg Cell Area | 10.7 um2 |
| Finish-stage setup viols | 0 |
| Capture instance of the worst register-to-register path | rx_num_max_en$_DFF_PN0_ |
| Die Span X | 122 um |
| Netlist Area Pre-Place | 0.00575 mm2 |
| Share of synthesized registers carrying an async set or reset | 1.00 |
| Dpl hpwl | 9.56 mm |
| Crit path capture type | flop |
| DR DRC count | 0 |
| Clock input transition at the sequential cells of the worst setup and hold paths | 50 ps |
| Cell count after synthesis | 538 |
| Final std cells w/o fill | 850 |
| Power share of the combinational group | 0.268 |
| Number of cell instances on the worst register-to-register path | 11 |
| Count of final max-slew check failures | 0 |
| Worst setup path category | flop to flop |
| Sequential-to-total area share from yosys stat | 0.512 |
| Final critical-path share of the clock period | 0.887 |
| Total instance count after detailed placement | 818 |
| Crit Path Max Fanout | 9 |
| Sequential group share of total power | 0.373 |
| Final design utilization | 0.557 |
| Startpoint type of the worst setup path | flop |
| Longest Clk Path Bufs | 2 |
| #FFs+latches synth | 116 |
| RSZ-0062 raised after global routing | no |
| FILL cells | 1177 |
| Arrival time at the worst endpoint | 3390 ps |
| Cell area leaders | dfrtp_1 37%, dfstp_2 15%, mux2i_1 5.9%, xnor2_1 4.3%, ha_1 3.9% |
| Ys Warns | 2 |
| Insertion delay to the later sink of the worst-skew pair | 410 ps |
| Hold slack final | 314 ps |
| Routed wire length | 14.0 mm |
| Endpoints failing hold | 0 |
| Power per cell area | 647 mW/mm2 |
| Yosys chip area | 0.00575 mm2 |
| Pin count of the biggest net entering global routing | 65 |
| Number of instances resized during post-cts repair | 0 |
| Commonest cells after routing, fill and taps aside | 118 x clkdlybuf4s50_1, 84 x dfrtp_1, 34 x mux2i_1, 34 x a21oi_1, 32 x dfstp_2 |
| Chip area | 0.0149 mm2 |
| Layout area overhead | 35.0% |
| Wire length of the first global-routing pass | 22.5 mm |
| Tally of buffers added on design ports | 119 |
| Mean routed wirelength per cell | 16.4 um |
| Yosys cell count | 538 |
| CP Cell Sequence | inv_1 > ha_1 > nor4b_4 > or3b_1 > or3_1 > a21oi_1 > ha_1 > a21oi_1 > o21ai_0 > a221oi_1 > o21ai_0 |
| Max-cap violation count | 0 |
| Library cell used as clock root buffer | clkbuf_16 |
| DR iter-0 viols | 269 |
| Via Count | 4484 |
| Switching power share of the total | 0.269 |
| Post-synth EDFFs | 0 |
| Net switching power | 1.35 mW |
| Leakage power total | 3.39 nW |
| Required time of the critical path | 3790 ps |
| Number of distinct library cell variants in the gate-level netlist after synthesis | 51 |
| Worst clock skew | 5.67 ps |
| Number of sinks on the clock net | 116 |
| Dominant cell type by area after synthesis | dfrtp_1 |
| Commonest register cell after synthesis | dfrtp_1 |
| Sum of overflow across all layers after global routing | 0 |
| Cell Rows | 43 |
| Maximum resistive drop on vdd | 0.339 mV |
| Max Clk Rate | 322 MHz |
| Inserted Clock Buffers | 17 |
| Max-Slew Margin vs Limit | 0.449 |
| Area used by multi-input combinational logic | 0.00255 mm2 |
| Minimum period implied by the final worst setup slack | 3100 ps |
| Final GP Congestion | 0.842 |
| Transition at the pin with the smallest max-transition slack | 826 ps |
| TritonCTS clock tree | built |
| Number of routed nets with antenna violations | 0 |
| Internal power contribution | 3.67 mW |
| Hold_buf cts | 0 |
| Register cell area after layout | 0.00294 mm2 |
power by group through the flow:
stage | Combinational, mW | Clock [mW] | Sequential (mW)
final | 1.34 | 1.81 | 1.87
after global routing | 1.49 | 1.91 | 1.91
after CTS | 1.36 | 1.84 | 1.88
through the flow:
stage          power (mW)  instance area, um2
6_report             5.02                7770
5_1_grt              5.31                7770
4_1_cts              5.08                7770
3_5_place_dp         3.24                7150
3_3_place_gp         3.20                7150
2_1_floorplan        2.56                5750
area by class of cell:
type | count | share of cell area
Sequential cell | 116 | 0.379
Multi-Input combinational cell | 356 | 0.328
Timing Repair Buffer | 134 | 0.169
Clock buffer | 23 | 0.0602
Tap cell | 180 | 0.0290
Clock inverter | 9 | 0.0195
Inverter | 32 | 0.0155
worst max-delay path by stage:
stage / startpoint / to
after CTS: shift_num_cnt[0]$_DFF_PN0_ / rx_num_max_en$_DFF_PN0_
final: shift_num_cnt[0]$_DFF_PN0_ / rx_num_max_en$_DFF_PN0_
after global routing: shift_num_cnt[0]$_DFF_PN0_ / rx_num_max_en$_DFF_PN0_
cell families (layout without fill, tap and decap cells):
family                   count (synthesis)  in the layout  share of synthesized area
AND-OR/OR-AND                          158            158                      0.190
XOR/XNOR                                34             34                     0.0518
adder cells (fa/ha/maj)                 18             18                     0.0392
buffers and inverters                   66            198                     0.0457
flip-flops                             116            116                      0.512
multiplexers                            42             42                     0.0748
AND/OR/NAND/NOR                        104            104                     0.0872
Yosys cell counts (2+ instances only):
| cell | instances |
|---|---|
| a21oi_1 | 34 |
| o211ai_1 | 9 |
| a21o_1 | 7 |
| nor3_1 | 4 |
| nor2_1 | 28 |
| clkbuf_1 | 19 |
| dfrtp_1 | 84 |
| o22ai_1 | 8 |
| a221oi_1 | 2 |
| nand2_1 | 30 |
| mux2_2 | 8 |
| dfstp_2 | 32 |
| nor2b_1 | 2 |
| buf_2 | 8 |
| a21boi_1 | 5 |
| nor3b_1 | 2 |
| a31oi_1 | 9 |
| nand3_1 | 22 |
| buf_1 | 5 |
| inv_1 | 30 |
| xnor2_1 | 28 |
| xor2_1 | 6 |
| o21ai_0 | 28 |
| mux2i_1 | 34 |
| nand4_1 | 2 |
| a221o_1 | 16 |
| ha_1 | 18 |
| a21boi_0 | 7 |
| a21boi_2 | 3 |
| or3_1 | 5 |
| o2bb2ai_1 | 16 |
| o31ai_1 | 8 |
metal layers:
layer / share of wire / GRT usage / vias to the layer above
li1: - / - / 2178
met1: 0.47 / 0.331 / 2157
met2: 0.45 / 0.285 / 134
met3: 0.068 / 0.0549 / 15
met4: 0.014 / 0.0239 / 0
met5: 0 / 0 / -
No activity file was given, so power comes from the tool's default toggle rates.
