### ./run.sh
#!/bin/bash
# OpenROAD 26Q1-2900-gdf79404cd8, Yosys 0.63+post, stock flow scripts
make -C /OpenROAD-flow-scripts/flow DESIGN_CONFIG=/design/flow/config.mk WORK_HOME=/design/flow/orfs finish
### ./config.mk
export PLATFORM = sky130hd
export DESIGN_NAME = sync_fifo
export DESIGN_NICKNAME = sync_fifo
export VERILOG_FILES = /design/flow/design.v
export SDC_FILE = /design/flow/constraint.sdc
export NUM_CORES = 4
export LEC_CHECK = 1
export CORE_UTILIZATION = 50
### ./constraint.sdc
current_design sync_fifo

set clk_period 4.7
set clk_io_pct 0.2

create_clock -name clk0 -period $clk_period [get_ports {clk}]

set non_clock_inputs [all_inputs -no_clocks]
set_input_delay [expr $clk_period * $clk_io_pct] -clock clk0 $non_clock_inputs
set_output_delay [expr $clk_period * $clk_io_pct] -clock clk0 [all_outputs]
### ./design.v
module sync_fifo #(
    parameter WIDTH = 8,           
    parameter DEPTH = 64,          
    parameter ADDR_WIDTH = 6       
)(
    input                     clk,         
    input                     rst_n,       
    input                     wr_en,       
    input                     rd_en,       
    input      [WIDTH-1:0]    data_in,     
    output     [WIDTH-1:0]    data_out,    
    output reg                empty,       
    output reg                full,        
    output reg                underflow,   
    output reg                overflow,    
    output reg [ADDR_WIDTH:0] data_count   
);
    reg [WIDTH-1:0]      mem [0:DEPTH-1];   
    reg [ADDR_WIDTH-1:0] rd_ptr;            
    reg [ADDR_WIDTH-1:0] wr_ptr;            
    assign data_out = mem[rd_ptr];
    always @(posedge clk or negedge rst_n) begin
        if (!rst_n) begin
            wr_ptr <= 0;
        end 
        else if (wr_en && !full) begin
            mem[wr_ptr] <= data_in;
            wr_ptr <= wr_ptr + 1;
        end
    end
    always @(posedge clk or negedge rst_n) begin
        if (!rst_n) begin
            rd_ptr <= 0;
        end 
        else if (rd_en && !empty) begin
            rd_ptr <= rd_ptr + 1;
        end
    end
    always @(posedge clk or negedge rst_n) begin
        if (!rst_n) begin
            data_count <= 0;
        end 
        else begin
            if (wr_en && !full && rd_en && !empty) begin
                data_count <= data_count;
            end
            else if (wr_en && !full) begin
                data_count <= data_count + 1;
            end
            else if (rd_en && !empty) begin
                data_count <= data_count - 1;
            end
        end
    end
    always @(posedge clk or negedge rst_n) begin
        if (!rst_n) begin
            underflow <= 0;
        end 
        else if (rd_en && empty) begin
            underflow <= 1;
        end
        else begin
            underflow <= 0;
        end
    end
    always @(posedge clk or negedge rst_n) begin
        if (!rst_n) begin
            overflow <= 0;
        end 
        else if (wr_en && full) begin
            overflow <= 1;
        end
        else begin
            overflow <= 0;
        end
    end
    always @(posedge clk or negedge rst_n) begin
        if (!rst_n) begin
            empty <= 1;   
        end 
        else if (data_count == 0 || (data_count == 1 && rd_en && !wr_en)) begin
            empty <= 1;
        end 
        else begin
            empty <= 0;
        end
    end
    always @(posedge clk or negedge rst_n) begin
        if (!rst_n) begin
            full <= 0;   
        end 
        else if (data_count == DEPTH || (data_count == DEPTH-1 && wr_en && !rd_en)) begin
            full <= 1;
        end 
        else begin
            full <= 0;
        end
    end
endmodule
==> ci_impl_report.md <==
### Metrics collected by this job

| Metric | Value |
|---|---|
| Register share after synthesis | `0.744` |
| CTS buffer count | `between 50 and 60` |
| Final setup fails | `5` |
| Period utilization | `1.02` |
| CTS sink cnt | `535` |
| Slew @ Worst Pin | `1.10 ns` |
| Max Cap Viol | `0` |
| Largest net degree at the start of global routing | `between 60 and 70` |
| CP delay by family, top | `AND-OR/OR-AND gates` |
| Filler instances | `3079` |
| CTS tree | `yes` |
| DR iter-0 viols | `1338` |
| Top-count cell post-synth | `edfxtp_1` |
| Global Route Usage Sum | `0.416` |
| First-pass GRT wire length | `112 mm` |
| Int Pwr | `9620 µW` |
| Commonest cells post-synth | `edfxtp_1 (512), nand3_1 (128), nor2_1 (100), a22oi_1 (60), nand2_1 (57)` |
| Vias in the first global route | `15100` |
| WP buf/inv | `4` |
| Core area | `about 42000 µm²` |
| Final Util | `0.613` |
| DRT antenna net count | `0` |
| Worst path slowest cell | `clkdlybuf4s50_1` |
| Post-synth top area share | `0.717` |
| Placed insts | `roughly 2000` |
| Final Power | `14600 µW` |
| Failing checks | `setup timing` |
| Yosys Instances | `1416` |
| Port Buffers | `30` |
| Post-Syn Instances | `1416` |
| Main area contributors after synthesis | `edfxtp_1 (72%), nand3_1 (3.0%), dfrtp_1 (2.6%), a22oi_1 (2.1%), a32oi_1 (1.8%)` |
| Die Wd | `between 200 and 250 µm` |
| First-pass DRT Iterations | `5` |
| Clock skew | `0.0243 ns` |
| Cell Rows | `75` |
| IO Pins | `31` |
| Net switching power | `between 4000 and 5000 µW` |
| Final Non-Filler Cells | `2175` |
| Fin. Hold Viols | `0` |
| Crit path to | `data_out[1]` |
| Reg-to-Reg End | `mem[30][0]` |
| Worst hold path stage count | `1` |
| Highest clock rate | `210 MHz` |
| Mapped cell area | `21500 µm²` |
| Post-place setup slack | `0.196 ns` |
| Number of enable flip-flop cells | `512` |
| Comb power frac | `0.320` |
| Clock latency (worst-skew pair) | `0.63 ns` |
| Die Footprint | `43700 µm²` |
| Worst reg-to-reg path cell count | `7` |
| Path category of the worst min-delay check | `reg -> reg` |
| Worst Path Class, Setup | `reg -> out` |
| Worst flop-to-flop path startpoint | `full` |
| DRC Markers | `0` |
| Crit. path cell count | `11` |
| Ys async rst share | `0.0430` |
| CP Capture Type | `output pin` |
| Final wirelength | `79.6 mm` |
| Crit path DAT | `3.83 ns` |
| Via/cell ratio | `6.73` |
| # hold bufs at CTS | `0` |
| Synth area leader | `edfxtp_1` |
| Seq pwr share | `0.386` |
| Max incr delay on CP | `0.49 ns` |
| Leakage | `0.00859 µW` |
| Ys flop type | `edfxtp_1` |
| Chip Height | `between 200 and 250 µm` |
| Clock share of power | `0.295` |
| Average cell area after synthesis | `15.1 µm²` |
| Critical path cell sequence | `inv_4 -> ha_4 -> buf_4 -> and2b_1 -> o211a_1 -> a21o_1 -> a2111o_1 -> nor4_4 -> buf_6 -> a2111o_1 -> clkdlybuf4s50_1` |
| Clock buffer depth | `3` |
| Pre-Place Util | `0.509` |
| RSZ-0062 raised after global routing | `true` |
| Vias | `14600` |
| Startpoint Class | `flip-flop` |
| Fin. max-slew vios | `0` |
| Avg WL per Cell | `about 37 µm` |
| GP Congestion | `1.08` |
| Final setup margin | `-0.0726 ns` |
| CP max FO | `8` |
| DPL Wire Length | `54.0 mm` |
| Status | `finished, violations left` |
| Max_slew headroom | `0.263` |
| Clock root cell | `clkbuf_16` |
| Power density cells | `564 nW/µm²` |
| Critical Path Start | `rd_ptr[1]` |
| Worst path required time | `3.76 ns` |
| Synth flops | `about 540` |
| Total gr overflow | `0` |
| Max H-tree Level | `2` |
| R2R Setup Slk | `2.08 ns` |
| Log Warnings | `36` |
| Yosys cell types | `about 66` |
| Period minus WS final | `4.77 ns` |
| Syn. warnings | `2` |
| Initial antenna violation count | `2` |
| Worst-path clk slew | `0.06 ns` |
| Switching share of power | `0.339` |
| Peak VDD IR | `0.387 mV` |
| Synthesis area per yosys | `between 20000 and 25000 µm²` |
| Most frequent cell on the critical path | `a2111o_1` |
| Share of cells above drive strength 1 | `0.235` |
| Area Overhead vs Synth | `20.3%` |
## metrics by stage
step	hold slack [ns]	instance area [µm²]	setup TNS, ns
floorplan	0.432	21500	0
global placement	0.489	23100	0
detailed placement	0.491	23100	0
CTS	0.493	25600	-0.0226
global route	0.503	25800	-0.276
finish	0.494	25800	-0.122
## routing by layer
metal  up-vias  wire, µm  global-route usage
met1      7138     25300               0.545
met2      1176     34100               0.546
met3       252     14800               0.315
met5         -       333              0.0245
li1       6058         -                   -
met4        10      5120               0.183
## cell type report
cell class | instances | area [µm²] | share of cell area
diodes | 1 | 2.50 | 0.0000970
clock buffers | 65 | 1420 | 0.0551
clock inverters | 33 | 344 | 0.0133
inverters | 9 | 42.5 | 0.00165
multi-input cells | 776 | 5510 | 0.214
flip-flops and latches | 535 | 16000 | 0.619
well taps | 539 | 674 | 0.0261
repair buffers | 217 | 1840 | 0.0714
## layout by cell type (no fill, tap or decap), types with 15 or more instances in the layout
cell type / instances
edfxtp_1: 512
buf_4: 164
nand3_1: 125
nor2_1: 90
nand2_1: 55
clkbuf_16: 54
a22oi_1: 51
nand4_1: 45
a32oi_1: 39
mux2i_1: 26
nor3_1: 22
a21oi_1: 20
a32o_1: 19
clkdlybuf4s50_1: 19
dfrtp_1: 16
a22o_1: 15
o21ai_0: 15
## kinds of logic after synthesis
logic type,share of synthesized area
flops,0.744
simple gates,0.114
compound gates,0.0933
buf+inv,0.0226
mux,0.0132
xor+xnor,0.00653
fa+ha+maj,0.00700
## power groups by stage
stage	Clock, µW	Combinational, µW	Sequential [µW]
6_report	4290	4660	5610
4_1_cts	4320	4390	5610
5_1_grt	4490	4810	5640
## sequential cells by signal, summed over array words and instances, names as in the netlist
name and count:
mem 512, data_count 7, rd_ptr 6, wr_ptr 6
empty 1, full 1, overflow 1, underflow 1
## timing repair
| item | 4_1_cts | 5_1_grt |
|---|---|---|
| gates cloned | 2 | 0 |
| gates resized | 118 | 35 |
| pin swaps | 29 | 29 |
| setup endpoints to repair | 8 | 8 |
| buffers inserted | 35 | 9 |
## how the worst min path moves through the flow
| stage | start | end | slack (ns) |
|---|---|---|---|
| after global routing | data_in[1] | mem[42][1] | 0.50 |
| after CTS | data_in[1] | mem[42][1] | 0.49 |
| final | data_count[6] | empty | 0.49 |
Power and IR drop assume default switching activity.
