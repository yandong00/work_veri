## design.v

```verilog
module serial_crc_new (
    input wire clk,
    input wire rst_n,
    input wire data_in,     
    input wire data_valid,  
    input wire init,        
    input wire [1:0] crc_mode,  
    input wire [31:0] polynomial,  
    output reg [31:0] crc_out     
);
wire    crc_max;
assign crc_max = (crc_mode == 2'b00) ?  crc_out[7]  :
                 (crc_mode == 2'b01) ?  crc_out[15] :
                                        crc_out[31] ;
wire    [31:0] crc_mask;
assign  crc_mask = (crc_mode == 2'b00) ? 32'h0000_00ff :
                   (crc_mode == 2'b01) ? 32'h0000_ffff :
                                         32'hffff_ffff ;
wire    roll_back ;
assign  roll_back = crc_max ^ data_in;
wire    [31:0] crc_out_next;
assign crc_out_next[0] = polynomial[0] ? roll_back : data_in;
genvar i;
generate
    for (i = 1; i < 32; i = i + 1) begin : crc_out_next_gen
        assign crc_out_next[i] = polynomial[i] ? crc_out[i-1] ^ roll_back : crc_out[i-1];
    end
endgenerate
always @(posedge clk or negedge rst_n) begin
    if (!rst_n) begin
        crc_out <= 32'hffff_ffff;
    end
    else if (init) begin
        crc_out <= 32'hffff_ffff;
    end
    else if (data_valid) begin
        crc_out <= crc_out_next & crc_mask;
    end
end
endmodule
module spi_txc (
    input wire sclk_tx,
    input wire spi_tx_rstn,
    input wire [31:0] spi_tx_data,
    input wire [1:0] df,
    input wire [12:0] spi_tnum_max,
    input wire lsbf,
    input wire crc_en,
    input wire rxonly,
    input wire [31:0] crc_poly,
    output wire [31:0] tx_crc_data_out,
    output reg tx_start,
    output reg tx_num_max_en,
    output reg tx_crc_en,
    output wire shift_out
);
wire [31:0] shift_reg_pre;
reg [31:0]  shift_reg;
wire [4:0]  shift_num_cnt_pre;
reg [4:0]   shift_num_cnt;
wire [4:0]  shift_num_max;
reg [12:0]  tx_num_cnt;
assign shift_num_max = (df == 2'b00) ? 5'd7 :
                        (df == 2'b01) ? 5'd15 : 5'd31 ;
wire [31:0] tx_data;
wire [31:0] tx_data_sort;
assign tx_data = (crc_en & tx_num_max_en) ? tx_crc_data_out : spi_tx_data;
assign tx_data_sort = tx_msb_sort(tx_data, df, lsbf);
assign shift_reg_pre = rxonly                ? 32'h0 : 
                       shift_num_cnt == 5'd0 ? tx_data_sort : {1'b0, shift_reg[31:1]};
always @(posedge sclk_tx or negedge spi_tx_rstn) begin
    if (!spi_tx_rstn) begin
        shift_reg <= 32'h0;
    end
    else begin
        shift_reg <= shift_reg_pre;
    end
end
assign shift_num_cnt_pre = (shift_num_cnt >= shift_num_max) | rxonly ? 5'd0 : (shift_num_cnt + 1'b1);
always @(posedge sclk_tx or negedge spi_tx_rstn) begin
    if (!spi_tx_rstn) begin
        shift_num_cnt <= 5'd0;
    end
    else begin
        shift_num_cnt <= shift_num_cnt_pre;
    end
end
wire [12:0] tx_num_cnt_pre;
assign tx_num_cnt_pre = (rxonly | ~crc_en) ? 13'h0 : 
                        ((shift_num_cnt == 5'd0) & ~tx_num_max_en) ? (tx_num_cnt + 1'b1) : tx_num_cnt;
always @(posedge sclk_tx or negedge spi_tx_rstn) begin
    if (!spi_tx_rstn) begin
        tx_num_cnt <= 13'h0;
    end
    else begin
        tx_num_cnt <= tx_num_cnt_pre;
    end
end
wire tx_num_max_en_pre;
assign tx_num_max_en_pre = (tx_num_cnt_pre >= spi_tnum_max);
always @(posedge sclk_tx or negedge spi_tx_rstn) begin
    if (!spi_tx_rstn) begin
        tx_num_max_en <= 1'b0;
    end
    else begin
        tx_num_max_en <= tx_num_max_en_pre;
    end
end
wire tx_crc_en_pre;
assign tx_crc_en_pre =  ~crc_en ? 1'b0 : 
                        (tx_num_max_en & (shift_num_cnt == 5'd0) ? 1'b1 : tx_crc_en);
always @(posedge sclk_tx or negedge spi_tx_rstn) begin
    if (!spi_tx_rstn) begin
        tx_crc_en <= 1'b0;
    end
    else begin
        tx_crc_en <= tx_crc_en_pre;
    end
end 
always @(posedge sclk_tx or negedge spi_tx_rstn) begin
    if (!spi_tx_rstn) begin
        tx_start <= 1'b0;
    end
    else begin
        tx_start <= (shift_num_cnt == 5'd1);
    end
end
wire crc_calc_en;
assign crc_calc_en = crc_en & ~tx_crc_en_pre;
serial_crc_new u_tx_crc (
    .clk(sclk_tx),
    .rst_n(spi_tx_rstn),
    .data_in(shift_reg_pre[0]),
    .data_valid(crc_calc_en),
    .init(~crc_en),
    .crc_mode(df),
    .polynomial(crc_poly),
    .crc_out(tx_crc_data_out)
);
assign shift_out = shift_reg[0] ;
function [31:0] tx_msb_sort;
input [31:0] din    ;
input [1:0]  df     ;
input        lsbf   ;
begin
    if (lsbf) begin
        tx_msb_sort = din;
    end 
    else begin
        if (df == 2'b00) begin
            tx_msb_sort = { din[31], din[30], din[29], din[28], din[27], din[26], din[25], din[24], 
                            din[23], din[22], din[21], din[20], din[19], din[18], din[17], din[16], 
                            din[15], din[14], din[13], din[12], din[11], din[10], din[9] , din[8] , 
                            din[0] , din[1] , din[2] , din[3] , din[4] , din[5] , din[6] , din[7] }; 
        end
        else if (df == 2'b01) begin
            tx_msb_sort = { din[31], din[30], din[29], din[28], din[27], din[26], din[25], din[24], 
                            din[23], din[22], din[21], din[20], din[19], din[18], din[17], din[16], 
                            din[0] , din[1] , din[2] , din[3] , din[4] , din[5] , din[6] , din[7] , 
                            din[8] , din[9] , din[10], din[11], din[12], din[13], din[14], din[15] }; 
        end
        else begin
            tx_msb_sort = { din[0] , din[1] , din[2] , din[3] , din[4] , din[5] , din[6] , din[7] , 
                            din[8] , din[9] , din[10], din[11], din[12], din[13], din[14], din[15] ,
                            din[16], din[17], din[18], din[19], din[20], din[21], din[22], din[23] ,
                            din[24], din[25], din[26], din[27], din[28], din[29], din[30], din[31] };
        end
    end
end
endfunction
endmodule
```

## constraint.sdc

```tcl
current_design spi_txc

set clk_period 5.9
set clk_io_pct 0.2

create_clock -name clk0 -period $clk_period [get_ports {sclk_tx}]

set non_clock_inputs [all_inputs -no_clocks]
set_input_delay [expr $clk_period * $clk_io_pct] -clock clk0 $non_clock_inputs
set_output_delay [expr $clk_period * $clk_io_pct] -clock clk0 [all_outputs]
```

## config.mk

```make
export PLATFORM = sky130hd
export DESIGN_NAME = spi_txc
export DESIGN_NICKNAME = spi_txc
export VERILOG_FILES = /design/flow/design.v
export SDC_FILE = /design/flow/constraint.sdc
export NUM_CORES = 4
export LEC_CHECK = 1
export CORE_UTILIZATION = 50
```

## run.sh

```bash
#!/bin/bash
# OpenROAD 26Q1-2900-gdf79404cd8, Yosys 0.63+post, stock flow scripts
make -C /OpenROAD-flow-scripts/flow DESIGN_CONFIG=/design/flow/config.mk WORK_HOME=/design/flow/orfs finish
```

==> impl_metrics.env <==
# flow metrics
export IMPL_gp_congestion=0.921
export IMPL_setup_viol=0
export IMPL_min_period_ps=4280
export IMPL_die_area_sq_um=11200
export IMPL_cts_clk_slew_worst_paths_ps=90
export IMPL_fp_util=0.520
export IMPL_numCtsBuffers=9
export IMPL_clock_latency_ps=370
export IMPL_drc=0
export IMPL_fp_dieW_um=106
export IMPL_synth_cell_type_count=46
export IMPL_fin_cells=858
export IMPL_ys_chip_area_sq_um=5410
export IMPL_grt_setup_unrepaired="no"
export IMPL_pwr_density_cell_nw_per_um2=229
export IMPL_vdd_drop_max_v=0.000128
export IMPL_xor_area_frac=0.0615
export IMPL_synth_async_reset_ratio=1.00
export IMPL_htree_levels=3
export IMPL_insertedDiodeCount=0
export IMPL_synthesis_area_sq_um=5410
export IMPL_dpl_hpwl_mm=10.8
export IMPL_grtUsageMet2=0.402
export IMPL_postRouteAntennaNets=0
export IMPL_ys_ff=85
export IMPL_leakage_nw=3.00
export IMPL_path_class="input port to flop"
export IMPL_grt_ovfl_total=0
export IMPL_routed_wl_mm=14.8
export IMPL_adder_share=0.0439
export IMPL_grt_start_max_net_pins=47
export IMPL_status="completed"
export IMPL_finalSetupTns_ps=0
export IMPL_critical_path_cell_chain="clkdlybuf4s50_1 > nor2b_1 > o21ai_0 > o2111ai_1 > and3_1 > buf_4 > or2_1 > a211oi_1 > a311oi_2"
export IMPL_startpoint_type="input port"
export IMPL_placed_cells=842
export IMPL_std_cell_rows=37
export IMPL_tritoncts="built"
export IMPL_grt_pass1_wl_mm=23.7
export IMPL_cts_setup_buffers=0
export IMPL_first_pass_iters=5
export IMPL_grt_usage=0.279
export IMPL_clock_sinks=85
export IMPL_use_met1=0.462
export IMPL_yosysSeqAreaShare=0.400
export IMPL_max_freq_ghz=0.234
export IMPL_antenna_found_initial=0
export IMPL_finalMaxSlewViolations=0
export IMPL_warning_count=28
export IMPL_post_route_period_util=0.725
export IMPL_required_ps=6180
export IMPL_top_usage_layer="met1"
export IMPL_synthSimpleGateAreaFrac=0.162
export IMPL_endpoint_kind="flop"
export IMPL_drive_above_1_share=0.119
export IMPL_area_growth_pct=26.7
export IMPL_mux_share=0.0670
export IMPL_relSlewSlack=0.433
export IMPL_worst_pin_slew_ps=848
export IMPL_avgSynthCellArea_sq_um=8.72
export IMPL_worst_path_max_fanout=25
export IMPL_io_buffers=119
export IMPL_synth_cells=621
export IMPL_pre_cts_ws_ps=1350
export IMPL_compound_area_frac=0.215
export IMPL_edf_count=0
export IMPL_clk_path_buf_depth=2
export IMPL_viasPerCell=5.65
export IMPL_clockRootBuffer="clkbuf_8"
export IMPL_ys_flop_type="dfrtp_1"
export IMPL_drv_cap=0
export IMPL_worst_slack_ps=1620
export IMPL_grt_use_met3=0.0525
export IMPL_skew_ps=9.99
export IMPL_hold_violations=0
export IMPL_crit_arrival_ps=4560
export IMPL_utilization=0.659
export IMPL_synth_warnings=2
export IMPL_cpPeakStageDelay_ps=860
export IMPL_coreArea_sq_um=10400
export IMPL_pin_count=120
export IMPL_holdBufCountCts=0
export IMPL_routedWlPerCell_um=17.2
export IMPL_fp_dieH_um=106
export IMPL_via_count=4849
export IMPL_hold_path_class="flop to flop"
export IMPL_synthTopLogicFamily="AND-OR/OR-AND gates"
export IMPL_cpMaxStageDelayCell="clkdlybuf4s50_1"
export IMPL_drt_iter0_markers=394
export IMPL_yosysCellCount=621
export IMPL_cts_resized=0
export IMPL_first_global_vias=4628
==> path summary, 6_finish.rpt <==
kind / startpoint / to / slack, ps / cells past startpoint
worst min register to register: shift_reg[17] / shift_reg[16] / 500 / 2
max in group asynchronous: spi_tx_rstn / u_tx_crc.crc_out[28] / 4130 / 2
min in group asynchronous: spi_tx_rstn / shift_reg[0] / 820 / 1
worst min-delay path: shift_reg[17] / shift_reg[16] / 500 / 2
worst max-delay path: df[1] / u_tx_crc.crc_out[2] / 1620 / 9
worst max register to register: shift_num_cnt[0] / tx_num_max_en / 2330 / 15
==> critical path, delay by kind of cell <==
kind	cells	cell delay [ps]
and+or+nand+nor	3	1500
buffers and inverters	2	1100
AOI/OAI and AO/OA	4	760
==> cell usage in the layout (no fill, tap or decap), drive strengths merged, types with 12 or more instances in the layout <==
cell type / count
nand2: 69
ha: 19
buf: 12
mux2i: 25
clkdlybuf4s50: 118
and3: 12
dfstp: 32
dfrtp: 53
a21oi: 70
nand3: 14
o21ai: 74
nor2: 58
inv: 19
xor2: 34
==> stage by stage <==
stage | hold WS (ps) | cell area [sq um] | power, W
2_1_floorplan | 478 | 5410 | 0.000950
3_3_place_gp | 488 | 6660 | 0.00114
3_5_place_dp | 489 | 6660 | 0.00115
4_1_cts | 503 | 6860 | 0.00157
5_1_grt | 507 | 6860 | 0.00165
6_report | 502 | 6860 | 0.00157
==> per-layer routing <==
layer | up-vias | wire, um
li1 | 2368 | -
met1 | 2285 | 7100
met4 | 0 | 261
met3 | 21 | 1000
met2 | 175 | 6400
met5 | - | 0
==> synth_stat cells (2+ instances only) <==
library cell | number | area share
nand2_1 | 69 | 0.048
dfstp_2 | 32 | 0.16
a21boi_0 | 2 | 0.0028
or3_1 | 2 | 0.0023
nand4_1 | 3 | 0.0035
clkbuf_2 | 2 | 0.0018
nand2b_1 | 9 | 0.010
xor2_1 | 34 | 0.055
o21ai_1 | 4 | 0.0037
and3_1 | 12 | 0.014
mux2_2 | 10 | 0.021
xnor2_1 | 4 | 0.0065
nand3_1 | 14 | 0.013
a21o_1 | 3 | 0.0042
a211oi_2 | 3 | 0.0069
o221ai_1 | 7 | 0.011
nor2_1 | 57 | 0.040
o21ai_0 | 70 | 0.065
inv_1 | 19 | 0.013
a311oi_2 | 7 | 0.019
nor2b_1 | 4 | 0.0046
or2_2 | 2 | 0.0023
buf_2 | 7 | 0.0065
nor3_1 | 11 | 0.010
buf_1 | 2 | 0.0014
mux2i_1 | 25 | 0.046
a211o_1 | 8 | 0.013
ha_1 | 19 | 0.044
dfrtp_1 | 53 | 0.24
a21oi_1 | 70 | 0.065
a211oi_1 | 4 | 0.0055
clkbuf_1 | 32 | 0.022
o211ai_1 | 7 | 0.0097
buf_6 | 2 | 0.0042
==> power breakdown <==
| part | switching, W | internal, W | leakage (nW) |
|---|---|---|---|
| Clock | 0.000219 | 0.000208 | 0.0995 |
| Combinational | 0.000202 | 0.000215 | 1.85 |
| Sequential | 0.0000561 | 0.000668 | 1.05 |
| Total | 0.000477 | 0.00109 | 3.00 |
==> logic make-up (layout without fill, tap and decap cells) <==
| logic type | Yosys count | count (layout) |
|---|---|---|
| and+or+nand+nor | 190 | 190 |
| AOI/OAI and AO/OA | 189 | 189 |
| DFF | 85 | 85 |
| buffers and inverters | 65 | 166 |
| xor gates and xnor gates | 38 | 38 |
| muxes | 35 | 35 |
| adders and majority gates | 19 | 19 |
==> final cells by class <==
type | instances | area (sq um)
sequential | 85 | 2170
inverter | 20 | 75.1
fill | 819 | 3550
timing repair buffer | 130 | 1270
multi-input combinational | 471 | 2980
tap | 136 | 170
clock inverter | 5 | 60.1
clock buffer | 11 | 141
Power and IR drop assume default switching activity.
